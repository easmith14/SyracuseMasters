--- flow/run.sh ---
#!/bin/bash
# OpenROAD 26Q1-2900-gdf79404cd8, Yosys 0.63+post, stock flow scripts
make -C /OpenROAD-flow-scripts/flow DESIGN_CONFIG=/design/flow/config.mk WORK_HOME=/design/flow/orfs finish
--- flow/config.mk ---
export PLATFORM = sky130hd
export DESIGN_NAME = Accumulator
export DESIGN_NICKNAME = Accumulator
export VERILOG_FILES = /design/flow/design.v
export SDC_FILE = /design/flow/constraint.sdc
export NUM_CORES = 4
export LEC_CHECK = 1
export CORE_AREA = 10 10 75 75
export DIE_AREA = 0 0 85 85
--- flow/constraint.sdc ---
current_design Accumulator

set clk_period 1.0
set clk_io_pct 0.2

create_clock -name clk0 -period $clk_period [get_ports {CLK}]

set non_clock_inputs [all_inputs -no_clocks]
set_input_delay [expr $clk_period * $clk_io_pct] -clock clk0 $non_clock_inputs
set_output_delay [expr $clk_period * $clk_io_pct] -clock clk0 [all_outputs]
--- flow/design.v ---
module Accumulator(output reg[7:0] AccValue, input[7:0] RegFileIn, ALUIn, input[3:0] Immediate, input[1:0] SelAcc, input CLK, CLB, LoadAcc);
reg[7:0] mux1_out, mux2_out;
always @(posedge CLK or posedge CLB)
begin 
	if(CLB)
		AccValue = 8'b0;
	else begin
		if(CLK)
		begin
			if(SelAcc[0]) mux1_out = RegFileIn;
			else mux1_out = 8'b0 + Immediate;
			if(SelAcc[1]) mux2_out = ALUIn;
			else mux2_out = mux1_out;
			if(LoadAcc)
			begin
				AccValue = mux2_out;
			end
		end
	end
end
endmodule
==> metrics.cfg <==
[outcome]
outcome = complete, no violations

[floorplan]
fp.dieW_um = 85
ios = 33
die_h_um = 85
fp_util = 0.1110
core.rowCount = 23
die-area_mm2 = 0.007225
fp.coreArea_mm2 = 0.004058

[global_routing]
grt_pass1_wl_mm = 2.622
grt_pass1_vias = 521
globalRouteTotalUtil = 0.04396
grt_max_degree = 10
overflow = 0
antenna_found_initial = 0

[layout]
final_cell_mix = 22 x clkdlybuf4s50_1, 11 x buf_4, 8 x dfrtp_1, 6 x clkbuf_2
ff_latch_area_um2 = 200.2
instances_no_fill = 139
final_area_um2 = 913.4
combGateArea_um2 = 216.5
area_growth_syn_to_layout_pct = 102.8
largest_register_ffs = 8
layout_top_cell = clkdlybuf4s50_1
num-fill-cells = 422
drive_gt1_frac = 0.2921

[clock_network]
tritoncts = yes
cts_root_buf = clkbuf_8
cts.path.max_buffers = 2
clk_latency_ns = 0.22
hold_buffers = 0
clkTransAtPathRegs_ns = 0.04
htree_levels = 1
numCtsBuffers = 3
cts_sinks = 8

[routing]
diodes = 0
ant_nets = 0
routedWlPerCell_um = 12.31
postRouteWirelength_mm = 1.711
first_iter_violations = 31
via_count = 497
vias_per_cell = 3.576
drt_pre_antenna_iters = 4
drc = 0

[setup_path]
crit_buf_inv = 1
cpMaxStageDelayCell = dfrtp_1
critPathKind = register to primary output
crit_arrival_ns = 0.76
max_stage_delay_ns = 0.37
cp_max_fo = 2
start_kind = register
crit_required_ns = 0.80
cp-end-kind = primary output
path_delay_family = flip-flops
reg2reg_from = AccValue[3]
timing.critical_path.from = AccValue[3]
cp_cell_sequence = clkdlybuf4s15_1

[placement]
dpl.hpwl_mm = 1.450
place_congestion = 0.7220
dpl_worst_slack_ns = -0.2804
place_area_um2 = 875.8
dp.cells = 132
portBuffers = 32

[sta]
layout_setup_ws_ns = 0.03787
skew_ns = 0
hold_viol = 0
tightest_slew_ns = 0.3207
slew_headroom = 0.7859
hold_slack_ns = 0.2554
max_freq_ghz = 1.039
setup_viol = 0
final_max_slew_viol_count = 0
rsz0062_at_grt = false
post-route-period-util = 0.9621
period_minus_slack_ns = 0.9621

[synth]
ys_cells = 45
aoi_share = 0.1222
synthCells = 45
yosys_warnings = 1
mux_share = 0.08889
syn_area_um2 = 450.4
ys_sh_simple = 0.2694
ys_area_um2 = 450.4
avgSynthCellArea_um2 = 10.01
ys_seq_frac = 0.4444
logic_family = simple AND/OR/NAND/NOR gates
synthAdderAreaFrac = 0
ys_sh_xor = 0
numSynthFlops = 8
synth.distinct_cells = 13

[power_and_ir_drop]
powerDensity_mw_per_mm2 = 1142
vdd_drop_max_v = 0.0003193
leakagePower_nw = 0.3977

[run]
warning_count = 25
max-cap-violations = 0

[min_path]
min_path_type = input pin to asynchronous set/reset pin

==> layout make-up <==
class / instances / area share
Clock buffer: 3 / 0.04521
Sequential cell: 8 / 0.2192
Multi-Input combinational cell: 33 / 0.2370
Tap cell: 50 / 0.06849
Inverter: 1 / 0.004110
Timing Repair Buffer: 44 / 0.4260
==> where the power goes <==
part | internal (W) | total (W) | leakage (nW) | switching, W
clock | 0.000260 | 0.000376 | 0.0216 | 0.000116
sequential | 0.000361 | 0.000380 | 0.0957 | 0.0000189
combinational | 0.000200 | 0.000286 | 0.280 | 0.0000863
total | 0.000821 | 0.00104 | 0.398 | 0.000222
==> synth_stat cells <==
library cell  instances  area [um2]
a31oi_1               4       25.02
buf_4                 1       7.510
buf_6                 2       22.52
dfrtp_1               8       200.2
inv_1                 1       3.750
mux2i_1               4       40.04
nand2_1               4       15.01
nand2b_1              1       6.260
nand2b_2              4       35.03
nand3_1               4       20.02
nand3b_1              4       30.03
nor2_1                4       15.01
o211ai_1              4       30.03
==> worst paths after layout <==
| path | depth (start not counted) | slack (ns) | to |
|---|---|---|---|
| worst max-delay path | 1 | 0.04 | AccValue[3] |
| worst min-delay path | 2 | 0.26 | AccValue[5] |
| worst max register to register | 4 | 0.13 | AccValue[3] |
| worst min register to register | 2 | 0.52 | AccValue[0] |
| max in group asynchronous | 2 | 0.51 | AccValue[2] |
| min in group clk0 | 4 | 0.44 | AccValue[6] |
==> per-stage QoR <==
stage                 util  setup TNS [ns]  total power, W
floorplan                -               0       0.0004641
global placement    0.2159          -1.824       0.0006829
CTS                 0.2319               0        0.001076
finish              0.2251               0        0.001043
detailed placement  0.2159          -2.019       0.0006860
global route        0.2251               0        0.001110
==> routing by layer <==
layer  up-vias  wire (um)  share of wire  track usage
li1        251          -              -            -
met1       226        716           0.42      0.05182
met2        18        881           0.51      0.07766
met3         2         72          0.042     0.007707
met4         0         40          0.023      0.01497
met5         -          0              0            0
==> repair_timing <==
action | in CTS | in global routing
gates resized | 18 | 7
setup endpoints to repair | 12 | 11
pin swaps | 0 | 2
buffers inserted | 4 | 0
hold endpoints to repair | 0 | 0
==> cell families after synthesis <==
group                  count (synthesis)
AOI/OAI and AO/OA                      8
buffers and inverters                  4
DFF                                    8
muxes                                  4
and+or+nand+nor                       21
No activity file was given, so power comes from the tool's default toggle rates.
