===== design/flow/config.mk =====
export PLATFORM = sky130hd
export DESIGN_NAME = ProgramCounter
export DESIGN_NICKNAME = ProgramCounter
export VERILOG_FILES = /design/flow/design.v
export SDC_FILE = /design/flow/constraint.sdc
export NUM_CORES = 4
export LEC_CHECK = 1
export CORE_AREA = 10 10 70 70
export DIE_AREA = 0 0 80 80

===== design/flow/constraint.sdc =====
current_design ProgramCounter

set clk_period 2.0
set clk_io_pct 0.2

create_clock -name clk0 -period $clk_period [get_ports {CLK}]

set non_clock_inputs [all_inputs -no_clocks]
set_input_delay [expr $clk_period * $clk_io_pct] -clock clk0 $non_clock_inputs
set_output_delay [expr $clk_period * $clk_io_pct] -clock clk0 [all_outputs]

===== design/flow/design.v =====
module ProgramCounter(output reg[7:0] InstructionAddress, input[7:0] Register, input[3:0] Immediate, input SelPC, LoadPC, IncPC, CLK, CLB);
always @(posedge CLK or posedge CLB)
begin 
	if(CLB)
		InstructionAddress = 8'b0;
	else begin
		if(CLK)
		begin
			if(IncPC) InstructionAddress = InstructionAddress + 1;
			if(LoadPC)
			begin
				if(SelPC) InstructionAddress = 8'b0 + Immediate;
				else InstructionAddress = Register;
			end
		end
	end
end
endmodule

===== design/flow/run.sh =====
#!/bin/bash
# OpenROAD 26Q1-2900-gdf79404cd8, Yosys 0.63+post, stock flow scripts
make -C /OpenROAD-flow-scripts/flow DESIGN_CONFIG=/design/flow/config.mk WORK_HOME=/design/flow/orfs finish

==> results.json <==
{
  "grt_pass1_vias": 519,
  "cp_slowest_cell": "clkdlybuf4s50_1",
  "power_leakage_uw": 0.000327,
  "drc": 0,
  "post-cts-setup-buffer-count": 0,
  "finalCritPeriodShare": 0.800,
  "cts-hold-fix-buffers": 0,
  "dr.pass1.iters": 4,
  "met2_length_um": 627,
  "first_iter_violations": 12,
  "num_rows": 21,
  "path_delay_family": "buffers and inverters",
  "yosysWarnings": 1,
  "path_buffers": 1,
  "cts.clk_slew.worst_paths_ns": 0.05,
  "status": "completed",
  "postSynthSeqShare": 0.388,
  "wl_met3_um": 86,
  "ys_top_cells_by_count": "dfrtp_1, nand2_1, o21ai_0",
  "setup_viol_count_final": 0,
  "relSlewSlack": 0.774,
  "setup.worst_path.start": "InstructionAddress[2]",
  "rrSetupSlack_ns": 0.61,
  "fin_ws_ns": 0.401,
  "fin_area_sq_um": 833,
  "htree_levels": 1,
  "clock-root-buffer": "clkbuf_4",
  "synth_cell_types": 24,
  "clock_latency_ns": 0.25,
  "clock_path_buffers": 2,
  "post_cts_resized": 0,
  "port_buffers": 24,
  "hold_viol": 0,
  "tool_warnings": 25,
  "grt_first_pass_wirelength_um": 2410,
  "largest_register_ffs": 8,
  "cp.depth": 1,
  "drv_slew": 0,
  "cts_buffers": 3,
  "cp_slowest_stage_delay_ns": 0.51,
  "tightest_slew_ns": 0.338,
  "dp_cells": 125,
  "synth_cells": 57,
  "track_usage": 0.0468,
  "critPathLaunchType": "flop",
  "syn2layout_area_growth_pct": 61.7,
  "ant_nets": 0,
  "synth_dominant_cell_count": "dfrtp_1",
  "crit_required_ns": 1.60,
  "clock-sinks": 8,
  "fin_cells": 128,
  "powerDensity_mw_per_mm2": 561,
  "place_area_sq_um": 811,
  "seq_area_sq_um": 200,
  "wl_per_cell_um": 12.1,
  "fin_skew_ns": 0.00188,
  "core_sq_mm": 0.00342,
  "die_area_sq_mm": 0.00640,
  "synth_top_area_share": 0.388,
  "fp-utilization": 0.151,
  "wl_met1_um": 836,
  "ys_area_sq_um": 515,
  "rsz0062_at_grt": "false",
  "top_layer": "met3",
  "ys_ff": 8,
  "vias": 481,
  "async_reset_ff_frac": 1.00,
  "dieWidth_um": 80,
  "endpoint_kind": "output port",
  "synthTopCellsByArea": "dfrtp_1, xor2_1, o21ai_0, mux2_2, mux2i_1",
  "crit_path_end": "InstructionAddress[2]",
  "place_congestion": 0.789,
  "routed_wl_um": 1550,
  "cap_violations": 0,
  "period_minus_slack_ns": 1.60,
  "synth-main-ff-cell": "dfrtp_1",
  "grt_max_degree": 17,
  "vias_per_cell": 3.76,
  "edf_count": 0,
  "grt_overflow": 0,
  "pre_cts_ws_ns": 0.151,
  "logic_area_sq_um": 283,
  "ys_cells": 57,
  "antenna_cells": 0,
  "final_core_util": 0.244,
  "timing.rr.end": "InstructionAddress[7]",
  "max_freq_mhz": 625,
  "syn_area_sq_um": 515,
  "critPathArrivalTime_ns": 1.20,
  "min_path_type": "in2async",
  "crit_fanout": 5,
  "rr_worst_depth": 3,
  "dieHeight_um": 80,
  "irDropWorstVdd_v": 0.000212,
  "synth_top_cell_by_area": "dfrtp_1",
  "critical_path_class": "reg2out",
  "finalSetupTns_ns": 0,
  "r2r_start": "InstructionAddress[2]",
  "hpwlAfterDp_um": 1290,
  "io_pins": 25,
  "worstPathCellList": "clkdlybuf4s50_1",
  "antenna_found_initial": 0,
  "drive_above_1_share": 0.0976,
  "fillers": 392,
  "synth_area_per_cell_sq_um": 9.04,
  "cts_tree": "done"
}
## layer usage
layer  GRT usage  vias up
met3      0.0136        0
met4     0.00704        0
met1      0.0696      208
met2      0.0658       17
met5           0        -
li1            -      256
## metrics by stage
stage               total power [uW]  hold slack, ns
floorplan                        261           0.216
global placement                 348           0.646
detailed placement               350           0.646
CTS                              478           0.418
global route                     501           0.444
finish                           468           0.416
## cell type report
cell class                      count  area share
Multi-Input combinational cell     41       0.339
Timing Repair Buffer               26       0.306
Sequential cell                     8       0.240
Tap cell                           46      0.0691
Clock buffer                        3      0.0270
Inverter                            4      0.0180
## power breakdown
part	total (uW)	internal (uW)	switching, uW
clock network	123	68.7	54.6
registers	208	181	27.0
logic	137	91.0	45.8
## worst min-delay path by stage
stage | endpoint | slack (ns) | cells past startpoint
after CTS | InstructionAddress[7] | 0.42 | 2
after global routing | InstructionAddress[4] | 0.44 | 2
final | InstructionAddress[7] | 0.42 | 2
## cell families (layout without fill, tap and decap cells)
family | count (synthesis) | count (layout) | synth area share
flops | 8 | 8 | 0.388
xor+xnor | 4 | 4 | 0.0680
fa+ha+maj | 1 | 1 | 0.0243
simple gates | 18 | 18 | 0.204
compound gates | 14 | 14 | 0.170
mux | 4 | 4 | 0.0825
buf+inv | 8 | 33 | 0.0631
## placed cells by master (no fill, tap or decap), drive strengths merged, types with 2 or more instances in the layout
cell,Yosys,final
o21a,2,2
nor3,3,3
a21oi,3,3
dfrtp,8,8
buf,2,2
o31a,2,2
o21ai,5,5
nand4,3,3
mux2i,2,2
clkdlybuf4s50,0,24
nand3b,2,2
xor2,4,4
clkbuf,2,3
mux2,2,2
nand2,5,5
inv,4,4
Power figures rest on the tool's default switching activity, not on a simulated workload.
